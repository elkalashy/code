<file path="design/flow/config.mk">
export PLATFORM = sky130hd
export DESIGN_NAME = AC_Control
export DESIGN_NICKNAME = AC_Control
export VERILOG_FILES = /design/flow/design.v
export SDC_FILE = /design/flow/constraint.sdc
export NUM_CORES = 4
export LEC_CHECK = 1
export CORE_AREA = 10 10 70 70
export DIE_AREA = 0 0 80 80
</file>
<file path="design/flow/constraint.sdc">
current_design AC_Control

set clk_period 2.0
set clk_io_pct 0.2

create_clock -name clk0 -period $clk_period

set non_clock_inputs [all_inputs -no_clocks]
set_input_delay [expr $clk_period * $clk_io_pct] -clock clk0 $non_clock_inputs
set_output_delay [expr $clk_period * $clk_io_pct] -clock clk0 [all_outputs]
</file>
<file path="design/flow/design.v">
module AC_Control(AND, COM, SHR, SHL,INPT, DR, ADD, LD, INR, CLR, T, D, B, I);
	output AND, SHR, SHL , COM, INPT, DR, ADD, LD, INR, CLR;
	input[7:0] T, D;
	input[15:0] B;
	input I;
	wire In;
	wire r, p;
	assign In = ~I;
	assign p = D[7] & I & T[3];
	assign r = D[7] & In & T[3];
	assign AND = D[0] & T[5];  
	assign ADD = T[5] & D[1];
	assign DR = T[5] & D[2];
	assign COM = B[9] & r;
	assign SHL = B[6] & r;
	assign SHR = B[7] & r;
	assign INR = B[5] & r;
	assign INPT = B[11] & p;
	assign LD =( AND | ADD | DR | SHL | SHR | COM | INPT );  
    assign CLR = r & B[11]; 
endmodule
</file>
<file path="design/flow/run.sh">
#!/bin/bash
# OpenROAD 26Q1-2900-gdf79404cd8, Yosys 0.63+post, stock flow scripts
make -C /OpenROAD-flow-scripts/flow DESIGN_CONFIG=/design/flow/config.mk WORK_HOME=/design/flow/orfs finish
</file>
==> CHANGELOG.md <==
### Changed

* Seq share, synth at 0
* CP Data Arrival Time at 1.54 ns
* Post-CTS setup buffers at 0
* Slew headroom at 0.831
* Hold Fails Final Rpt at 0
* Core Box Area at 0.00342 mm2
* DR vias/cell at 2.29
* RSZ-0062 raised after global routing: no
* Die Wd at 80 um
* Area after DPL at 375 um2
* Worst path depth at 4
* Antenna violations before repair at 0
* Flop area at 0 um2
* Largest net degree at the start of global routing at 6
* Cell Area, Synth at 97.6 um2
* Area growth syn-to-layout at 282%
* Slowest-stage cell, CP: clkdlybuf4s50_1
* Pwr Density at 127 mW/mm2
* Syn Area/Cell at 6.10 um2
* Post-DP HPWL at 713 um
* Site row count at 21
* Final instance area at 373 um2
* Critical Path Max Stage Delay at 0.47 ns
* Final worst slack at 0.0604 ns
* Kind of critical path: primary input to output port
* IO Port Bufs at 22
* Cells along the critical path: dlygate4sd2_1, and3b_2, and2_1, clkdlybuf4s50_1
* Worst Path Required at 1.60 ns
* Top cells by area: and2_1 51%, o31ai_1 15%, and3b_1 9.0%
* Post-synth top area share at 0.513
* Max_cap viols at 0
* Flops at 0
* Die Y at 80 um
* Chip area at 0.00640 mm2
* Outcome: completed
* CP Buf/Inv Count at 2
* Tool warnings at 53
* Gr usage total at 0.0196
* Hold wc startpoint: T[3]
* Synth cell types at 7
* Share of layout cells above drive strength 1 at 0.0526
* Clk pwr share at 0
* Filler instances at 401
* Fmax at 0.516 GHz
* Comb area at 101 um2
* Total power draw at 0.0000474 W
* Top cells excl fill/tap: 17 x clkdlybuf4s50_1, 7 x and2_1, 5 x dlygate4sd2_1
* Area reported by Yosys stat at 97.6 um2
* Post-layout min period at 1.94 ns
* Vias post-DR at 192
* Yosys cell count at 16
* DP Worst Slack at -0.194 ns
* GRT overflow at 0
* Worst Setup Start Kind: primary input
* HP Class: primary input to output port
* Worst IR Drop VDD at 0.0157 mV
* Boundary pin count at 43
* Iteration-0 DRC count of the detailed router at 3
* First-pass GRT wire length at 952 um
* Actual slew at the worst max-slew pin at 0.251 ns
* WL final at 747 um
* Crit Path Max Fanout at 5
* Hold depth at 4
* Net Sw Frac at 0.249
* Initial core utilization at 0.0286
* Setup TNS at 0 ns
* Final antenna-violating net count at 0
* Yosys top cell by area: and2_1
* Setup-failing EPs final at 0
* DRT Pass-1 Iters at 4
* GP Congestion at 0.839
* CP delay by family, top: buffers and inverters
* Reg power frac at 0
* Combinational share of power at 1.000
* Internal Power at 0.0000356 W
* Vias in the first global route at 183
* Routed len/inst at 8.89 um
* Cells after synthesis at 16
* NetSw at 0.0000118 W
* # DRC at 0
* Synth warn at 0
* Final period utilization at 0.970
* CP Capture Type: output port
* Most numerous logic cell after layout: clkdlybuf4s50_1
* Antenna cells at 0
* Critical Path Start: I
* Pleak at 0.135 nW
* # clk buffers at 0
* Pins Over Slew Limit at 0
==> Yosys cell counts <==
cell type	n
o31ai_1	2
nor4_1	1
nand2_1	2
nor2_1	1
nor2b_1	1
and2_1	8
and3b_1	1
==> per-layer routing <==
| metal | part of all wire | track usage |
|---|---|---|
| met2 | 0.57 | 0.0449 |
| met4 | 0 | 0 |
| met5 | 0 | 0 |
| met1 | 0.30 | 0.0165 |
| met3 | 0.13 | 0.00455 |
==> power groups by stage <==
stage / clock, W / combinational [W] / sequential [W]
4_1_cts: 0 / 0.0000485 / 0
5_1_grt: 0 / 0.0000518 / 0
6_report: 0 / 0.0000474 / 0
==> through the flow <==
stage / hold slack, ns / std cells / util
after floorplan: 0.855 / 16 / -
after detailed placement: 1.72 / 84 / 0.110
after global routing: 1.48 / 84 / 0.109
after global placement: 1.73 / 84 / 0.110
after CTS: 1.44 / 84 / 0.109
final: 1.43 / 84 / 0.109
==> timing repair <==
action                                  CTS  global route
endpoints found under the setup margin    6             0
resized                                   7             0
hold buffers                              0             0
==> cells by family (layout without fill, tap and decap cells) <==
logic type | Yosys count | count (layout) | synth area share
and+or+nand+nor | 14 | 14 | 0.846
AOI/OAI and AO/OA | 2 | 2 | 0.154
buffers and inverters | 0 | 22 | 0
==> layout make-up <==
cell class | count | share of cell area
Multi-Input combinational cell | 16 | 0.272
Tap cell | 46 | 0.154
Timing Repair Buffer | 22 | 0.574
==> path summary, 6_finish.rpt <==
kind,end,slack [ns]
worst max-delay path,SHL,0.06
worst min-delay path,LD,1.43
No activity file was given, so power comes from the tool's default toggle rates.
